--- flow/design.v ---
module PC_taken_control(
	input logic rst_ni,
	input logic BrEq_i,
	input logic BrLt_i,
	input logic [31:0] inst_ex_i,
	input logic [31:0] alu_i,
	output logic PCsel_o,
	output logic [31:0] pc_alu_o
	);
	logic [6:0] opcode_r;
	logic [2:0] funct3;
	assign opcode_r = inst_ex_i[6:0];
	assign funct3 = inst_ex_i[14:12];
	assign PCsel_o = ((opcode_r == 7'b1100011) & ((funct3 == 3'b000) & (BrEq_i))  | 
						  ((opcode_r == 7'b1100011) & (funct3 == 3'b001) & (~BrEq_i))  | 
						  ((opcode_r == 7'b1100011) & (funct3 == 3'b100) & (BrLt_i))   | 
						  ((opcode_r == 7'b1100011) & (funct3 == 3'b101) & (~BrLt_i))  |
						  ((opcode_r == 7'b1100011) & (funct3 == 3'b110) & (BrLt_i))  |
						  ((opcode_r == 7'b1100011) & (funct3 == 3'b111) & (~BrLt_i)) |
						  ((opcode_r == 7'b1101111) | (opcode_r == 7'b1100111))) ? 1'b1 : 1'b0;
	assign pc_alu_o = (~rst_ni) ? 32'b0 : alu_i;
endmodule
--- flow/run.sh ---
#!/bin/bash
# OpenROAD 26Q1-2900-gdf79404cd8, Yosys 0.63+post, stock flow scripts
make -C /OpenROAD-flow-scripts/flow DESIGN_CONFIG=/design/flow/config.mk WORK_HOME=/design/flow/orfs finish
--- flow/config.mk ---
export PLATFORM = sky130hd
export DESIGN_NAME = PC_taken_control
export DESIGN_NICKNAME = PC_taken_control
export VERILOG_FILES = /design/flow/design.v
export SDC_FILE = /design/flow/constraint.sdc
export NUM_CORES = 4
export LEC_CHECK = 1
export CORE_AREA = 10 10 70 70
export DIE_AREA = 0 0 80 80
export SYNTH_HDL_FRONTEND = slang
--- flow/constraint.sdc ---
current_design PC_taken_control

set clk_period 1.6
set clk_io_pct 0.2

create_clock -name clk0 -period $clk_period

set non_clock_inputs [all_inputs -no_clocks]
set_input_delay [expr $clk_period * $clk_io_pct] -clock clk0 $non_clock_inputs
set_output_delay [expr $clk_period * $clk_io_pct] -clock clk0 [all_outputs]
==> deck_impl_summary.md <==
Flow Results at a Glance

Outcome
  – Run status: finished with violations
  – Violated checks: negative setup slack

Clocking
  – Postcts setup bufs: 0
  – # hold bufs at CTS: 0

Yosys
  – Seq share, synth: 0%
  – Cell taking the most area after synthesis: and2_1
  – Area reported by Yosys stat: 279.0 um2
  – Top cell area share: 71.75%
  – Dominant comb cell: simple AND/OR/NAND/NOR gates
  – Yosys cell count: 44
  – Synth warnings: 0
  – Most instantiated cells after synthesis: and2_1 (32), clkbuf_1 (3)
  – Ao+oa area frac: 9.865%
  – Syn Area/Cell: 6.341 um2
  – Distinct lib cells: 11
  – Yosys xor share: 0%
  – Most common cell in the synthesized netlist: and2_1
  – Synth Area in Adders: 0%
  – Top cells by area: and2_1 (72%), o31ai_2 (4.5%), clkbuf_1 (4.0%)
  – Synth Area in Simple Gates: 86.10%
  – Synth mux share: 0%
  – Post-Syn Area: 279.0 um2
  – Synth Instances: 44

Critical path
  – CP max-delay cell: or3_1
  – Critical path type: in2out
  – Worst EP required: 1.28 ns
  – Crit Path Max Fanout: 2
  – CP cell instances: buf_6, or3_1, a32o_1, o31ai_2, buf_2
  – Critical Path Source: inst_ex_i[13]
  – Worst setup EP type: primary output
  – Critical path startpoint category: primary input
  – Critical path buffers and inverters: 2
  – Max incr delay on CP: 0.37 ns
  – Critical path arrival: 1.29 ns
  – Top delay family on crit path: AND-OR/OR-AND gates

Detailed routing
  – # DRC: 0
  – Via density: 3.452
  – Via count: 580
  – Initial detailed-routing violation count: 22
  – Antenna Cells: 0
  – TritonRoute pass-1 iters: 3
  – ANT nets after route: 0
  – WL final: 2136 um
  – DR WL/cell: 12.71 um

Global route
  – Vias in the first global route: 627
  – Initial antenna violation count: 0
  – Largest net degree at the start of global routing: 15
  – Gr usage total: 6.119%
  – First-pass GRT wire length: 3194 um
  – Overflow after GRT: 0

Finish
  – Layout clock buffers: 0
  – Reg area: 0 um2
  – Synth-to-layout area growth: 301.8%
  – Layout cell share with drive strength beyond 1: 7.377%
  – Flop count: 0
  – Final Non-Filler Cells: 168
  – # fillers: 376

Floorplanning
  – Core area: 3416 um2
  – Die Wd: 80 um
  – FP Util: 8.169%
  – Chip area: 6400 um2
  – Cell Rows: 21
  – DIE HEIGHT: 80 um
  – IO Count: 100

Flow run
  – Log Warnings: 56
  – Maxcap violations: 0

Placed design
  – IO buf count: 78
  – Final HPWL DP: 1910 um
  – Post-Place Cells: 167
  – Gpl congestion: 0.7272
  – Post-Place Setup Slack: -0.7609 ns

Final timing
  – Hold Violations, Final: 0
  – Period utilisation layout: 100.8%
  – Hold Slack: 1.079 ns
  – Setup ws final: -0.01213 ns
  – Slew HR: 89.24%
  – Slew Limit Fails: 0
  – Worst slew pin tran: 0.1605 ns
  – RSZ-0062 raised after global routing: true
  – Final setup viols: 1
  – Fmax: 620.3 MHz
  – Tmin final: 1.612 ns

Power and ir drop
  – PD cells: 186.7 nW/um2
  – Power, Total: 209.3 uW
  – Leak: 0.0005814 uW
  – Worst vdd ir: 66.34 uV

Min path
  – Min-Delay Startpoint: inst_ex_i[13]
  – Worst Hold Class: in2out
per-stage QoR:
stage	TNS [ns]	area (um2)	util, %
after floorplan	0	279.0	-
after global placement	-10.95	1134	33.19
after detailed placement	-11.35	1134	33.19
after CTS	-0.07220	1116	32.67
after global routing	-0.06412	1121	32.82
final	-0.01213	1121	32.82
cells in the final DEF (no fill, tap or decap), drive strengths merged:
cell / n
a21oi: 1
a32o: 1
and2: 32
and4b: 1
buf: 6
bufbuf: 1
clkbuf: 1
clkdlybuf4s50: 35
dlygate4sd2: 34
dlymetal6s2s: 4
nand2: 1
nand2b: 1
nand3: 1
o31ai: 1
or3: 1
or3b: 1
what timing repair did:
item,in CTS,in global routing
endpoints found under the setup margin,33,3
pin swaps,7,3
resized,51,5
cloned,1,0
metal layers:
layer,up-vias,share of wire (%),track usage (%)
met2,33,53,10.83
met3,0,15,3.409
met5,-,0,0
met4,0,0,0
met1,248,32,6.592
li1,299,-,-
power breakdown:
| part | internal, uW | total, uW | switching (uW) |
|---|---|---|---|
| sequential | 0 | 0 | 0 |
| clock | 0 | 0 | 0 |
| combinational | 168 | 209 | 41.7 |
| total | 168 | 209 | 41.7 |
cells by family after synthesis:
logic type             after synthesis
buffers and inverters                3
AOI/OAI and AO/OA                    3
and+or+nand+nor                     38
worst paths after layout:
check | endpoint | cells after the start | slack [ns]
setup / recovery | PCsel_o | 5 | -0.01
hold / removal | PCsel_o | 5 | 1.08
area by class of cell:
cell class / instances / area, um2 / area share, %
multi-input cells: 41 / 267.8 / 23.88
well taps: 46 / 57.56 / 5.134
repair buffers: 81 / 795.8 / 70.98
Power is estimated from default activity; no workload was simulated.
